===== design.v =====
interface INSTR_BUS;
	logic req;
	logic [31:0] addr;
	logic gnt;
	logic rvalid;
	logic err;
	logic [31:0] rdata;
	modport Master (
				input gnt, rvalid, err, rdata,
				output req, addr
	);
	modport Slave (
				input req, addr,
				output gnt, rvalid, err, rdata
	);
endinterface
module scrolling_buffer #(BUFFER_SIZE = 16) (
    input logic clk,
    input logic rst,
    input logic buffer_clear,
    input logic buffer_write,
    input logic [4:0] buffer_data,
    input logic next_char,
    output logic [4:0] hex_char
);
    localparam ADDR_WIDTH = $clog2(BUFFER_SIZE);
    logic [BUFFER_SIZE-1:0][4:0] buffer;
    logic signed [ADDR_WIDTH:0] ptr_last;
    logic [ADDR_WIDTH-1:0] ptr_read;
    logic [ADDR_WIDTH-1:0] ptr_write;
    always_ff @(posedge clk) begin
        if(rst) begin
            ptr_last <= -1;
            ptr_read <= 0;
            ptr_write <= 0;
            buffer <= '0;
        end
        else if (buffer_clear) begin
            ptr_last <= -1;
            ptr_read <= 0;
            ptr_write <= 0;
        end
        else begin
            if(buffer_write) begin
                buffer[ptr_write] <= buffer_data;
                if (ptr_last < BUFFER_SIZE - 1) begin
                    ptr_last <= ptr_last + 1;
                end
                ptr_write <= (ptr_write == BUFFER_SIZE - 1) ? 4'd0 : ptr_write + 1;
            end
            if(next_char) begin
                if(ptr_last == -1) begin 
                    hex_char <= 0;
                end 
                else begin
                    hex_char <= buffer[ptr_read];
                    ptr_read <= (ptr_read == ptr_last) ? 4'd0 : ptr_read + 1;
                end
            end
            else begin
                hex_char <= 0;
            end
        end
    end
endmodule

===== run.sh =====
#!/bin/bash
# OpenROAD 26Q1-2900-gdf79404cd8, Yosys 0.63+post, stock flow scripts
make -C /OpenROAD-flow-scripts/flow DESIGN_CONFIG=/design/flow/config.mk WORK_HOME=/design/flow/orfs finish

===== config.mk =====
export PLATFORM = sky130hd
export DESIGN_NAME = scrolling_buffer
export DESIGN_NICKNAME = scrolling_buffer
export VERILOG_FILES = /design/flow/design.v
export SDC_FILE = /design/flow/constraint.sdc
export NUM_CORES = 4
export LEC_CHECK = 1
export CORE_UTILIZATION = 30

===== constraint.sdc =====
current_design scrolling_buffer

set clk_period 6.6
set clk_io_pct 0.2

create_clock -name clk0 -period $clk_period [get_ports {clk}]

set non_clock_inputs [all_inputs -no_clocks]
set_input_delay [expr $clk_period * $clk_io_pct] -clock clk0 $non_clock_inputs
set_output_delay [expr $clk_period * $clk_io_pct] -clock clk0 [all_outputs]

==> results.py <==
# Generated from Yosys and OpenROAD reports
metrics = {
    "clock_tree": {
        "cts_buffers": 9,
        "cts-htree-levels": 3,
        "cts_tree": "built",
        "clk_pin_slew_ns": 0.06,
        "cts-resized-gates": 0,
        "root_buffer": "clkbuf_16",
        "cts_num_sinks": 98,
        "cts_max_path_buffers": 2,
        "cts_hold_buf": 0,
        "clk_latency_ns": 0.34,
        "cts_setup_buffers": 0,
    },
    "worst_setup_path": {
        "crit_type": "in -> reg",
        "r2r_setup_slack_ns": 3.53,
        "worstRegToRegCells": 6,
        "cp-start-kind": "input pin",
        "worstPathRequired_ns": 6.88,
        "arrival_ns": 3.66,
        "critical_path.max_fanout": 17,
        "cp-end-kind": "flip-flop",
    },
    "floorplanning": {
        "die_x_um": 125,
        "die_height_um": 125,
        "io_pins": 15,
        "fp.coreArea_sq_mm": 0.0147,
        "fp_util_pct": 31.1,
        "die-area_sq_mm": 0.0157,
        "row_count": 44,
    },
    "yosys": {
        "synth-main-ff-cell": "dfxtp_1",
        "async_reset_ff_share_pct": 0,
        "synthDistinctLibCells": 55,
        "syn_area_sq_mm": 0.00457,
        "ys_cells": 421,
        "syn_avg_cell_area_sq_um": 10.9,
        "synth.yosys.chip_area_sq_mm": 0.00457,
        "ys.flops": 98,
        "ys_warn_count": 1,
        "syn_inst": 421,
        "edf_count": 5,
        "ys_seq_share_pct": 44.0,
    },
    "timing": {
        "finClkSkew_ns": 0.00829,
        "final.min_clock_period_ns": 3.38,
        "rsz0062_at_grt": "no",
        "slew-limit-headroom_pct": 41.3,
        "fmax_mhz": 296,
        "finalClockPeriodUsage_pct": 51.2,
        "fin_tns_setup_ns": 0,
        "hold_violations": 0,
        "setup_slack_ns": 3.22,
        "finalSetupViolCount": 0,
        "worst_pin_slew_ns": 0.873,
        "maxSlewViolCount": 0,
    },
    "route": {
        "drcViolationCount": 0,
        "dr.pass1.iters": 23,
        "antenna_cells": 0,
        "wirelength_um": 11900,
        "final_antenna_net_count": 0,
        "wl_per_cell_um": 19.4,
        "vias_per_cell": 5.54,
        "num_vias": 3385,
        "initialDrtViolationCount": 313,
    },
    "worst_hold_path": {
        "min_path_type": "reg -> reg",
        "hold_depth": 1,
    },
    "run_status": {
        "status": "complete, no violations",
    },
    "global_route": {
        "grt.total_usage_pct": 15.7,
        "gr-total-overflow": 0,
        "antenna_found_initial": 0,
        "grt_pass1_vias": 3286,
        "grt_max_degree": 35,
        "grt_pass1_wl_um": 18700,
    },
    "finish": {
        "area_delta_synth_final_pct": 11.8,
        "fin_cells": 611,
        "post_route_cells_drive_above_1_share_pct": 12.2,
    },
    "placed_design": {
        "hpwl_um": 8450,
        "dp_cells": 595,
        "gp_congestion": 0.939,
        "io_buffers": 14,
        "dp_slack_ns": 2.92,
    },
    "flow_run": {
        "warnings": 28,
        "cap_violations": 0,
    },
    "power_and_ir_drop": {
        "p_per_area_mw_per_mm2": 287,
        "ir_drop_uv": 126,
        "p_leak_uw": 0.00184,
    },
}
-- cell usage after synthesis, types with 2 or more instances --
master | number | share of area [%]
inv_1 | 7 | 0.57
a211oi_4 | 2 | 0.88
or3_1 | 2 | 0.27
mux4_2 | 19 | 9.4
a21oi_1 | 18 | 2.0
mux2i_1 | 27 | 5.9
a21oi_2 | 3 | 0.57
o211a_1 | 2 | 0.44
ha_1 | 7 | 1.9
nand2b_1 | 4 | 0.55
nor2_1 | 36 | 3.0
nand2_1 | 18 | 1.5
a32o_1 | 2 | 0.44
nand4_1 | 2 | 0.27
buf_6 | 3 | 0.74
buf_4 | 2 | 0.33
a211oi_1 | 3 | 0.49
edfxtp_1 | 5 | 3.3
o211ai_1 | 5 | 0.82
dfxtp_1 | 93 | 41
and3_1 | 4 | 0.55
and4_1 | 2 | 0.38
buf_2 | 8 | 0.88
o21ai_0 | 13 | 1.4
a22o_1 | 58 | 11
xor2_1 | 5 | 0.96
nand3_1 | 13 | 1.4
nor2b_1 | 2 | 0.27
and2_1 | 8 | 1.1
a31oi_1 | 4 | 0.55
xnor2_1 | 6 | 1.1
clkbuf_1 | 15 | 1.2
-- stage by stage --
stage          power [uW]  util, %  area, sq um  hold slack [ns]
6_report             1470     34.8         5110            0.474
3_5_place_dp          981     32.9         4830            0.455
2_1_floorplan         920        -         4570            0.437
3_3_place_gp          969     32.9         4830            0.451
4_1_cts              1480     34.8         5110            0.472
5_1_grt              1540     34.8         5110            0.490
-- state kept, by name, summed over array words and instances, names as in the netlist --
signal and count:
buffer 80, hex_char 5, ptr_last 5, ptr_read 4, ptr_write 4
-- area by class of cell --
class / count / area, sq um
Tap cell: 184 / 230
Fill cell: 1416 / 9580
Inverter: 7 / 26.3
Clock buffer: 12 / 256
Multi-Input combinational cell: 287 / 2390
Clock inverter: 4 / 26.3
Timing Repair Buffer: 19 / 178
Sequential cell: 98 / 2010
-- cell usage in the layout (no fill, tap or decap), drive strengths merged, types with 6 or more instances in the layout --
cell type and count:
dfxtp 93, a22o 58, nor2 36, mux2i 27, a21oi 21, mux4 19, nand2 18, clkdlybuf4s50 14
nand3 13, o21ai 13, clkbuf 12, and2 8, inv 8, ha 7, xnor2 6
-- final timing paths --
path	endpoint	from
worst max-delay path	buffer[36]	buffer_write
worst min-delay path	buffer[78]	buffer[78]
worst min register to register	buffer[78]	buffer[78]
worst max register to register	buffer[1]	ptr_write[0]
-- cells by family (layout without fill, tap and decap cells) --
kind of cell             count (synthesis)  after routing  synth area share (%)
buffers and inverters                   36             42                  3.83
AND/OR/NAND/NOR                        104            104                  12.1
XOR/XNOR                                12             12                  2.60
multiplexers                            47             47                  15.5
AND-OR/OR-AND                          117            117                  20.1
flip-flops                              98             98                  44.0
adder cells (fa/ha/maj)                  7              7                  1.92
-- report_power, final --
group	internal (uW)	leakage (uW)	switching, uW
combinational	155	0.000898	175
clock	277	0.000139	225
sequential	615	0.000799	24.2
-- layer usage --
metal	vias to the layer above	track usage, %	wire length [um]
met5	-	0	0
met4	0	3.44	230
met3	17	4.49	949
met2	120	23.5	5360
met1	1649	23.2	5310
li1	1599	-	-
-- worst max-delay path: stages --
cell,delay [ns]
clkdlybuf4s50_1,0.79
nand2b_1,0.27
a21oi_1,0.39
and2_1,0.62
a22o_1,0.25
Power figures rest on the tool's default switching activity, not on a simulated workload.
