`run.sh`:
```
#!/bin/bash
# OpenROAD 26Q1-2900-gdf79404cd8, Yosys 0.63+post, stock flow scripts
make -C /OpenROAD-flow-scripts/flow DESIGN_CONFIG=/design/flow/config.mk WORK_HOME=/design/flow/orfs finish
```
`config.mk`:
```
export PLATFORM = sky130hd
export DESIGN_NAME = scrolling_buffer_adv
export DESIGN_NICKNAME = scrolling_buffer_adv
export VERILOG_FILES = /design/flow/design.v
export SDC_FILE = /design/flow/constraint.sdc
export NUM_CORES = 4
export LEC_CHECK = 1
export CORE_UTILIZATION = 30
```
`constraint.sdc`:
```
current_design scrolling_buffer_adv

set clk_period 5.2
set clk_io_pct 0.2

create_clock -name clk0 -period $clk_period [get_ports {clk}]

set non_clock_inputs [all_inputs -no_clocks]
set_input_delay [expr $clk_period * $clk_io_pct] -clock clk0 $non_clock_inputs
set_output_delay [expr $clk_period * $clk_io_pct] -clock clk0 [all_outputs]
```
`design.v`:
```
interface INSTR_BUS;
	logic req;
	logic [31:0] addr;
	logic gnt;
	logic rvalid;
	logic err;
	logic [31:0] rdata;
	modport Master (
				input gnt, rvalid, err, rdata,
				output req, addr
	);
	modport Slave (
				input req, addr,
				output gnt, rvalid, err, rdata
	);
endinterface
module scrolling_buffer_adv #(BUFFER_SIZE = 16) (
    input logic clk,
    input logic rst,
    input logic buffer_clear,
    input logic buffer_write,
    input logic [4:0] buffer_data,
    input logic next_char,
    output logic [4:0] hex_char
);
    localparam ADDR_WIDTH = $clog2(BUFFER_SIZE);
    logic [BUFFER_SIZE-1:0][4:0] buffer;
    logic signed [ADDR_WIDTH:0] ptr_last;
    logic [ADDR_WIDTH-1:0] ptr_read;
    logic [ADDR_WIDTH-1:0] ptr_write;
    always_ff @(posedge clk) begin
        if(rst) begin
            ptr_last <= -1;
            ptr_read <= 0;
            ptr_write <= 0;
            buffer <= '0;
        end
        else if (buffer_clear) begin
            ptr_last <= -1;
            ptr_read <= 0;
            ptr_write <= 0;
        end
        else begin
            if(buffer_write) begin
                buffer[ptr_write] <= buffer_data;
                if (ptr_last < BUFFER_SIZE - 1) begin
                    ptr_last <= ptr_last + 1;
                end
                ptr_write <= (ptr_write == BUFFER_SIZE - 1) ? 4'd0 : ptr_write + 1;
            end
            if(next_char) begin
                if(ptr_last == -1) begin 
                    hex_char <= 5'b10000;
                end 
                else if(ptr_last < 7) begin  
                    if(ptr_read <= ptr_last) begin
                        hex_char <= buffer[ptr_read];
                        ptr_read <= ptr_read + 1;
                    end
                    else begin  
                        if (ptr_read < 8) begin
                            hex_char <= 5'b10000;
                            ptr_read <= (ptr_read == 7) ? 4'd0 : ptr_read + 1;
                        end 
                    end
                end
                else begin
                    hex_char <= buffer[ptr_read];
                    ptr_read <= (ptr_read == ptr_last) ? 4'd0 : ptr_read + 1;
                end
            end
            else begin
                hex_char <= 5'b10000;
            end
        end
    end
endmodule
```
==> results.py <==
# Auto-generated metrics
metrics = {
    "outcome": {
        "outcome": "complete, no violations",
    },
    "finish": {
        "syn_to_final_growth_pct": 13.4,
        "fillers": 1394,
        "finalNonFillerCells": 645,
        "comb_area_sq_um": 2410,
        "register_area_sq_um": 2010,
        "final_layout_size_suffix_gt1_share_pct": 11.9,
    },
    "route": {
        "antenna_left": 0,
        "wl_per_cell_microns": 17.7,
        "drtIter0Drc": 291,
        "vias": 3492,
        "drt-vias-per-instance": 5.41,
        "drc_errors": 0,
        "route.antenna.diode_count": 0,
        "totalWireLength_microns": 11400,
        "drtPass1Iterations": 20,
    },
    "logic_synthesis": {
        "seq_area_frac_synth_pct": 44.0,
        "synth_top_area_share_pct": 40.7,
        "syn_inst": 446,
        "yosysMostFrequentCell": "dfxtp_1",
        "common_cells": "93 x dfxtp_1, 58 x nand2_1, 44 x o21ai_0",
        "yosysTopAreaCell": "dfxtp_1",
        "async_flop_share_pct": 0,
        "ys_chip_area_sq_um": 4580,
        "yosysWarningCount": 1,
        "synth.area.top_cells": "dfxtp_1 41%, mux4_2 10%, mux2i_1 5.5%",
        "syn_area_per_cell_sq_um": 10.3,
        "synth-main-ff-cell": "dfxtp_1",
        "edf_count": 5,
        "yosysUniqueCellTypes": 50,
        "ys_cells": 446,
        "mappedNetlistArea_sq_um": 4580,
        "numSynthFlops": 98,
    },
    "timing": {
        "period_used_pct": 57.2,
        "finalSetupTns_ns": 0,
        "hold_violations": 0,
        "worst_slew_pin_slew_ns": 0.860,
        "period_minus_slack_ns": 2.97,
        "fmax_mhz": 336,
        "setup_viol": 0,
        "slew_headroom_pct": 42.6,
        "fin_ws_ns": 2.23,
        "finClkSkew_ns": 0.00662,
        "grt_setup_unrepaired": "no",
        "slew_violations": 0,
    },
    "global_routing": {
        "track_usage_pct": 15.5,
        "grt_antenna_before_repair": 0,
        "grt_overflow_total": 0,
        "first_global_vias": 3309,
        "grt_pass1_wl_microns": 18500,
        "grt_max_degree": 38,
    },
    "pwr": {
        "p_leak_uw": 0.00186,
        "clockPowerShare_pct": 35.7,
        "p_int_uw": 1400,
        "seqPwrFrac_pct": 41.6,
        "pwr-share-comb_pct": 22.6,
        "vdd_ir_drop_max_mv": 0.208,
        "power.net_switching_uw": 554,
        "switching_share_pct": 28.3,
        "power_density_nw_per_um2": 377,
    },
    "floorplanning": {
        "fp_util_pct": 31.1,
        "io_pins": 15,
        "die_width_microns": 126,
        "die-area_sq_um": 15800,
        "placementRows": 44,
        "coreArea_sq_um": 14700,
        "fp.dieH_microns": 126,
    },
    "setup_path": {
        "critPathKind": "in -> reg",
        "required_ns": 5.46,
        "critPathLaunchType": "input pin",
        "reg2reg_slack_ns": 2.58,
        "worstPathArrival_ns": 3.24,
        "cp-end-kind": "register",
        "worst-path-max-fanout": 12,
    },
    "placed_design": {
        "place_inst": 629,
        "gp_congestion": 0.895,
        "place_hpwl_microns": 8150,
        "dpl_worst_slack_ns": 1.91,
        "io_buffers": 14,
    },
    "clock_tree": {
        "clock_sinks": 98,
        "cts_setup_buffers": 0,
        "cts_buffers": 9,
        "cts-root-buf": "clkbuf_16",
        "clk_path_buf_depth": 2,
        "clock.latency.late_pin_ns": 0.34,
        "htreeDepth": 3,
        "cts.clk_slew.worst_paths_ns": 0.07,
        "tritoncts": "yes",
        "cts.repair.resized": 0,
        "ctsHoldBuffers": 0,
    },
    "hold_path": {
        "hp-class": "reg -> reg",
    },
    "job": {
        "timing.max_cap.violations": 0,
        "warning_count": 28,
    },
}
==> flip-flops by register name, summed over array words and instances (netlist names) <==
signal	count
buffer	80
hex_char	5
ptr_last	5
ptr_read	4
ptr_write	4
==> power groups by stage <==
| stage | logic (uW) | registers [uW] | clock network [uW] |
|---|---|---|---|
| 6_report | 443 | 815 | 699 |
| 5_1_grt | 509 | 819 | 745 |
| 4_1_cts | 447 | 815 | 710 |
==> stage by stage <==
step                      hold WS [ns]  total power, uW  util [%]  cell area [sq um]
final                            0.456             1960      35.3               5190
after global routing             0.475             2070      35.3               5190
after CTS                        0.457             1970      35.3               5190
after detailed placement         0.441             1270      33.1               4870
after global placement           0.429             1270      33.1               4870
after floorplan                  0.420             1180         -               4580
==> worst max-delay path, cell delays in order <==
cell and delay (ns):
clkdlybuf4s50_1 0.69, nand2b_1 0.26, o21ba_1 0.53, nand2_1 0.43, o21ai_0 0.29
==> final cells by class <==
class	instances	share of cell area, %
inverter	10	0.724
multi-input combinational	318	46.5
sequential	98	38.8
clock inverter	3	0.892
tap	184	4.44
timing repair buffer	19	3.42
clock buffer	13	5.21
==> cell usage in the layout, fill, tap and decap left out, types with 3 or more instances in the layout <==
cell             Yosys  routed
dfxtp_1             93      93
nand2_1             58      58
o21ai_0             44      44
nor2_1              29      29
mux2i_1             25      25
mux4_2              21      21
a22o_1              20      20
a21oi_1             14      14
clkdlybuf4s50_1      0      14
nor2b_1             12      12
ha_1                11      11
inv_1               10      10
a211oi_1            10      10
clkbuf_16            0       9
nand3_1              7       7
nand2b_1             7       7
a31oi_1              7       7
edfxtp_1             5       5
buf_4                3       5
nor3_1               4       4
o2bb2ai_1            4       4
or3_1                4       4
nand4_1              3       3
nor4_4               3       3
and2_1               3       3
clkbuf_8             0       3
==> kinds of logic after synthesis <==
family | Yosys count | share of synthesized area (%)
AND-OR/OR-AND | 109 | 15.9
XOR/XNOR | 5 | 1.26
adder cells (fa/ha/maj) | 11 | 3.01
buffers and inverters | 30 | 3.28
flip-flops | 98 | 44.0
multiplexers | 47 | 16.1
AND/OR/NAND/NOR | 146 | 16.6
==> metal layers <==
metal  track usage (%)  up-vias  wire [microns]
met4              3.08        0             297
met3              5.28       28            1030
met1              22.0     1666            4910
met5                 0        -               0
met2              23.5      138            5160
li1                  -     1660               -
==> worst paths after layout <==
path / from / cells past startpoint / end
setup reg to reg: ptr_write[0] / 6 / buffer[24]
hold / removal: buffer[49] / 2 / buffer[49]
setup / recovery: buffer_write / 5 / buffer[70]
hold reg to reg: buffer[49] / 2 / buffer[49]
Power and IR drop assume default switching activity.
