==> flow/design.v <==
interface INSTR_BUS;
	logic req;
	logic [31:0] addr;
	logic gnt;
	logic rvalid;
	logic err;
	logic [31:0] rdata;
	modport Master (
				input gnt, rvalid, err, rdata,
				output req, addr
	);
	modport Slave (
				input req, addr,
				output gnt, rvalid, err, rdata
	);
endinterface
module scrolling_controller(
    input logic clk,
    input logic rst,
    input logic on_off,
    output logic cnt_start,
    input logic cnt_done,
    output logic next_char,
    input logic [4:0] hex_char,
    output logic [3:0] seg_data,
    output logic seg_off,
    output logic seg_shift,
    output logic seg_write,
    output logic seg_clear
);
typedef enum { OFF, UPDATE, WAIT } STATE;
STATE state_q, state_d;
always_ff @( posedge clk ) begin 
    if(rst) begin
        state_q <= OFF;
    end
    else begin
        state_q <= state_d;
    end
end
always_comb begin 
    state_d = state_q;
    cnt_start = '0;
    next_char = '0;
    seg_data = '0;
    seg_off = '0;
    seg_shift = '0;
    seg_write = '0;
    seg_clear = '0;
    case (state_q)
        OFF: begin
            if(rst) begin
                state_d = OFF;
                seg_clear = 1;
            end
            else if(on_off == 0) begin
                state_d = OFF;
            end
            else begin  
                state_d = UPDATE;
                cnt_start = '1;
                next_char = '1;
                seg_data = hex_char[3:0];
                seg_off = hex_char[4];
                seg_shift = '1;
                seg_write = '1;
            end
        end
        UPDATE: begin
            if (on_off) begin
                state_d = OFF;
                seg_clear = '1;
            end
            else begin
                state_d = WAIT;
                seg_data = hex_char[3:0];
                seg_off = hex_char[4];
                seg_shift = '1;
                seg_write = '1;
            end
        end
        WAIT: begin
            if (on_off) begin
                state_d = OFF;
                seg_clear = '1;
            end
            else if (cnt_done) begin
                state_d = UPDATE;
                cnt_start = '1;
                next_char = '1;
            end
            else begin
                state_d = WAIT;
            end
        end 
    endcase
end
endmodule
==> flow/run.sh <==
#!/bin/bash
# OpenROAD 26Q1-2900-gdf79404cd8, Yosys 0.63+post, stock flow scripts
make -C /OpenROAD-flow-scripts/flow DESIGN_CONFIG=/design/flow/config.mk WORK_HOME=/design/flow/orfs finish
==> flow/config.mk <==
export PLATFORM = sky130hd
export DESIGN_NAME = scrolling_controller
export DESIGN_NICKNAME = scrolling_controller
export VERILOG_FILES = /design/flow/design.v
export SDC_FILE = /design/flow/constraint.sdc
export NUM_CORES = 4
export LEC_CHECK = 1
export CORE_AREA = 10 10 70 70
export DIE_AREA = 0 0 80 80
==> flow/constraint.sdc <==
current_design scrolling_controller

set clk_period 1.3
set clk_io_pct 0.2

create_clock -name clk0 -period $clk_period [get_ports {clk}]

set non_clock_inputs [all_inputs -no_clocks]
set_input_delay [expr $clk_period * $clk_io_pct] -clock clk0 $non_clock_inputs
set_output_delay [expr $clk_period * $clk_io_pct] -clock clk0 [all_outputs]
==> out/results.ini <==
[status]
status=complete, but fails checks
violations=negative setup slack

[final_timing]
min_period_ns=1.397
fin_ws_ns=-0.09660
setup_viol=7
maxSlewViolCount=0
rsz0062_at_grt=true
fin_skew_ns=0.001170
tns_ns=-0.3532
tightest_slew_ns=0.2417
fmax_mhz=716.0
hold_viol_final=0
holdWs_ns=0.4413
min_period_over_period=1.074
slew_headroom=0.8375

[placed_design]
gp_congestion=0.7027
dp_cells=94
dpl_worst_slack_ns=-0.6680
dp_hpwl_um=751.8
io_buffers=18

[route]
wire_per_inst_um=9.152
drt_pass1_iterations=2
drc=0
viasPerCell=2.829
drt-total-wl_um=961
postRouteAntennaNets=0
drt_iter0_drc=20
vias=297

[cts]
cts_hold_buffers=0
cts_buffer_depth=2
cts-buffers-inserted=3
cts_num_sinks=3
cts_max_level=1
clkLatencyLatePin_ns=0.23
root_buffer=clkbuf_4
cts.reportedPaths.clkPinSlew_ns=0.04
cts_tree=done

[finish]
fin_cells=105
drive_gt1_frac=0.6552
largest_register_ffs=3
final_cell_mix=buf_4, buf_2, clkdlybuf4s50_1
top_register=state_q
ff_latch_area_um2=63.81
comb_area_um2=168.9
largestRegisters=state_q: 3 flops
areaGrowthSynthToFinish_pct=164.0
fillCellCount=382
layout_top_cell=buf_4

[power]
peakVddDrop_mv=0.1587
power.total_mw=0.3942
seqPwrFrac=0.267
switchingPower_mw=0.09467
power_frac_clock=0.411
combPwrFrac=0.322
switching_share=0.2402
leakage_nw=0.2616
powerDensity_nw_per_um2=693.9
p_int_mw=0.2995

[synth]
numSynthFlops=3
synthXorXnorAreaFrac=0
top_logic_kind=simple AND/OR/NAND/NOR gates
avgSynthCellArea_um2=8.608
largest_area_cell=dfxtp_1
synth_cell_types=13
top_cells_by_area=dfxtp_1, a21boi_1, nand3b_4
mux_area_frac=0
synth_adder_area_share=0
syn-cell-area_um2=215.2
yosys_area_um2=215.2
ys_sh_aoi=0.2907
ys_warn_count=1
ys_seq_share=0.2791
ys_sh_simple=0.3605
synthCells=25
ys_cells=25
top_cell_area_share=0.2791

[setup_path]
critPathRequiredTime_ns=1.04
crit_start=rst
crit_type=in2out
r2r_start=state_q[2]
cp-end-kind=output pin
r2r_slack_ns=0.34
cp_max_fo=4
arrival_ns=1.14
start_kind=primary input

[floorplanning]
die_x_um=80
pin_count=19
rows=21
die-area_um2=6400
die_h_um=80
coreArea_um2=3416
core_util_floorplan=0.06300

[global_route]
gr-usage-all-layers=0.02823
grt_pass1_vias=290
grt_antenna_before_repair=1
grt_pass1_wl_um=1421
grt-ovfl-total=0
grt_max_degree=6

[run]
warnings=27
cap_violations=0

[min_path]
hp-class=in2reg
worstHoldStart=on_off

-- cell families (layout without fill, tap and decap cells) --
family | Yosys count | in the layout
buffers and inverters | 2 | 35
and+or+nand+nor | 11 | 11
AOI/OAI and AO/OA | 9 | 9
DFF | 3 | 3
other | 0 | 1
-- layer usage --
metal | part of all wire | up-vias | global-route usage | routed length (um)
li1 | - | 156 | - | -
met1 | 0.39 | 134 | 0.03117 | 370
met2 | 0.47 | 7 | 0.03772 | 456
met3 | 0.14 | 0 | 0.02841 | 134
met4 | 0 | 0 | 0.005282 | 0
met5 | 0 | - | 0 | 0
-- power by group through the flow --
stage / combinational (mW) / clock (mW) / sequential, mW
4_1_cts: 0.124 / 0.173 / 0.105
5_1_grt: 0.138 / 0.179 / 0.106
6_report: 0.127 / 0.162 / 0.105
-- path summary, 6_finish.rpt --
kind / cells past startpoint / to
worst max-delay path: 6 / seg_data[1]
worst min-delay path: 2 / state_q[2]
worst max register to register: 4 / state_q[0]
worst min register to register: 3 / state_q[0]
-- worst max-delay path, cell delays in order --
cell and delay (ns):
dlygate4sd2_1 0.25, nand3b_4 0.19, buf_6 0.14, buf_6 0.10
a21boi_2 0.10, buf_2 0.10
-- what timing repair did --
item                                    CTS  global route
pin swaps                                 8             2
endpoints found under the setup margin   10             7
resized                                  47             1
setup buffers                             5             1
-- synth_stat cells (all sizes together) --
master,n
a21boi,5
nand2,4
dfxtp,3
buf,2
nor2,2
o21ai,2
nand2b,1
nand3b,1
nor2b,1
nor3,1
nor4b,1
o21a,1
o31ai,1
-- through the flow --
| stage | utilization | cell area [um^2] |
|---|---|---|
| final | 0.1663 | 568.0 |
| after global routing | 0.1656 | 565.5 |
| after CTS | 0.1623 | 554.3 |
| after detailed placement | 0.1436 | 490.5 |
| after global placement | 0.1436 | 490.5 |
| after floorplan | - | 215.2 |
-- final cells by class --
class / instances / share of cell area
diodes: 1 / 0.004405
multi-input cells: 20 / 0.2974
repair buffers: 31 / 0.4383
flip-flops and latches: 3 / 0.1123
clock buffers: 4 / 0.04626
well taps: 46 / 0.1013
No activity file was given, so power comes from the tool's default toggle rates.
